--- ./design.v ---
`timescale 1ns / 1ps
module full_adder(input a,
						input b,
						input cin,
						output sum,
						output carry);
			assign {carry,sum} =  cin + a + b;
endmodule
`timescale 1ns / 1ps
module half_adder(input a,
						input b,
						output sum,
						output carry);
		assign sum=a^b;
		assign carry=a&b;
endmodule
`timescale 1ns / 1ps
module wallace_tree_multiplier(input [8:0]x,
										 input [3:0]y,
										 input clk,
										 output reg [12:0]product);
				reg  [8:0]p[3:0];                   
				wire [27:0] s ,c ;                  
				integer i,j;
				always@(x or y)             
				begin
						p[0][0] <= x[0] & y[0];
						p[0][1] <= x[1] & y[0];
						p[0][2] <= x[2] & y[0];
						p[0][3] <= x[3] & y[0];
						p[0][4] <= x[4] & y[0];
						p[0][5] <= x[5] & y[0];
						p[0][6] <= x[6] & y[0];
						p[0][7] <= x[7] & y[0];
						p[0][8] <= x[8] & y[0];
						p[1][0] <= x[0] & y[1];
						p[1][1] <= x[1] & y[1];
						p[1][2] <= x[2] & y[1];
						p[1][3] <= x[3] & y[1];
						p[1][4] <= x[4] & y[1];
						p[1][5] <= x[5] & y[1];
						p[1][6] <= x[6] & y[1];
						p[1][7] <= x[7] & y[1];
						p[1][8] <= x[8] & y[1];
						p[2][0] <= x[0] & y[2];
						p[2][1] <= x[1] & y[2];
						p[2][2] <= x[2] & y[2];
						p[2][3] <= x[3] & y[2];
						p[2][4] <= x[4] & y[2];
						p[2][5] <= x[5] & y[2];
						p[2][6] <= x[6] & y[2];
						p[2][7] <= x[7] & y[2];
						p[2][8] <= x[8] & y[2];
						p[3][0] <= x[0] & y[3];
						p[3][1] <= x[1] & y[3];
						p[3][2] <= x[2] & y[3];
						p[3][3] <= x[3] & y[3];
						p[3][4] <= x[4] & y[3];
						p[3][5] <= x[5] & y[3];
						p[3][6] <= x[6] & y[3];
						p[3][7] <= x[7] & y[3];
						p[3][8] <= x[8] & y[3];
				end
				half_adder ha_11 ( .sum(s[0]), .carry(c[0]), .a(p[1][0]), .b( p[0][1]));
				full_adder fa_11 ( .sum(s[1]), .carry(c[1]), .a(p[2][0]), .b( p[1][1]), .cin( (p[0][2]) ) );
				full_adder fa_12 ( .sum(s[2]), .carry(c[2]), .a(p[2][1]), .b( p[1][2]), .cin( (p[0][3]) ) );
				full_adder fa_13 ( .sum(s[3]), .carry(c[3]), .a(p[2][2]), .b( p[1][3]), .cin( (p[0][4]) ) );
				full_adder fa_14 ( .sum(s[4]), .carry(c[4]), .a(p[2][3]), .b( p[1][4]), .cin( (p[0][5]) ) );
				full_adder fa_15 ( .sum(s[5]), .carry(c[5]), .a(p[2][4]), .b( p[1][5]), .cin( (p[0][6]) ) );
				full_adder fa_16 ( .sum(s[6]), .carry(c[6]), .a(p[2][5]), .b( p[1][6]), .cin( (p[0][7]) ) );
				full_adder fa_17 ( .sum(s[7]), .carry(c[7]), .a(p[2][6]), .b( p[1][7]), .cin( (p[0][8]) ) );
				half_adder ha_12 ( .sum(s[8]), .carry(c[8]), .a(p[2][7]), .b( p[1][8]));
				half_adder ha_21 ( .sum(s[9]), .carry(c[9]), .a(s[1]), .b(c[0]));
				full_adder fa_22 ( .sum(s[10]), .carry(c[10]), .a(s[2]), .b( c[1]), .cin( (p[3][0]) ) );
				full_adder fa_23 ( .sum(s[11]), .carry(c[11]), .a(s[3]), .b( c[2]), .cin( (p[3][1]) ) );
				full_adder fa_24 ( .sum(s[12]), .carry(c[12]), .a(s[4]), .b( c[3]), .cin( (p[3][2]) ) );
				full_adder fa_25 ( .sum(s[13]), .carry(c[13]), .a(s[5]), .b( c[4]), .cin( (p[3][3]) ) );
				full_adder fa_26 ( .sum(s[14]), .carry(c[14]), .a(s[6]), .b( c[5]), .cin( (p[3][4]) ) );
				full_adder fa_27 ( .sum(s[15]), .carry(c[15]), .a(s[7]), .b( c[6]), .cin( (p[3][5]) ) );
				full_adder fa_28 ( .sum(s[16]), .carry(c[16]), .a(s[8]), .b( c[7]), .cin( (p[3][6]) ) );
				full_adder fa_29 ( .sum(s[17]), .carry(c[17]), .a(p[2][8]), .b( c[8]), .cin( (p[3][7]) ) );
				half_adder ha_31 ( .sum(s[18]), .carry(c[18]), .a(s[10]), .b(c[9]));
				half_adder ha_32 ( .sum(s[19]), .carry(c[19]), .a(s[11]), .b(c[10]));
				half_adder ha_33 ( .sum(s[20]), .carry(c[20]), .a(s[12]), .b(c[11]));
				half_adder ha_34 ( .sum(s[21]), .carry(c[21]), .a(s[13]), .b(c[12]));
				half_adder ha_35 ( .sum(s[22]), .carry(c[22]), .a(s[14]), .b(c[13]));
				half_adder ha_36 ( .sum(s[23]), .carry(c[23]), .a(s[15]), .b(c[14]));
				half_adder ha_37 ( .sum(s[24]), .carry(c[24]), .a(s[16]), .b(c[15]));
				half_adder ha_38 ( .sum(s[25]), .carry(c[25]), .a(s[17]), .b(c[16]));
				half_adder ha_39 ( .sum(s[26]), .carry(c[26]), .a(p[3][8]), .b(c[17]));
				always@(posedge clk)
				begin
					product <= {c[26],s[26],s[25],s[24],s[23],s[22],s[21],s[20],s[19],s[18],s[9],s[0],p[0][0]};   
				end
endmodule
--- ./run.sh ---
#!/bin/bash
# OpenROAD 26Q1-2900-gdf79404cd8, Yosys 0.63+post, stock flow scripts
make -C /OpenROAD-flow-scripts/flow DESIGN_CONFIG=/design/flow/config.mk WORK_HOME=/design/flow/orfs finish
--- ./config.mk ---
export PLATFORM = sky130hd
export DESIGN_NAME = wallace_tree_multiplier
export DESIGN_NICKNAME = wallace_tree_multiplier
export VERILOG_FILES = /design/flow/design.v
export SDC_FILE = /design/flow/constraint.sdc
export NUM_CORES = 4
export LEC_CHECK = 1
export CORE_AREA = 10 10 88 88
export DIE_AREA = 0 0 98 98
--- ./constraint.sdc ---
current_design wallace_tree_multiplier

set clk_period 1.8
set clk_io_pct 0.2

create_clock -name clk0 -period $clk_period [get_ports {clk}]

set non_clock_inputs [all_inputs -no_clocks]
set_input_delay [expr $clk_period * $clk_io_pct] -clock clk0 $non_clock_inputs
set_output_delay [expr $clk_period * $clk_io_pct] -clock clk0 [all_outputs]
==> impl_metrics.ini <==
; generated from flow reports
[setup_path]
path_max_fanout = 4
worstSetupPathType = input port to flip-flop
path_depth = 5
path_delay_family = adder cells
arrival_ps = 1910
cpPeakStageDelay_ps = 550
path_cells = dlygate4sd2_1, and2_1, fa_2, fa_1, xor2_1
path_buffers = 1
cp-end-kind = flip-flop
worstPathRequired_ps = 1970
crit_path_top_delay_cell = fa_1
cp-start-kind = input port

[final_layout]
top_register = product
design_area_um2 = 1280
synthToLayoutAreaGrowth_pct = 41.8
utilization_pct = 21.6
drive_gt1_share_pct = 11.3
largest_reg_flops = 13
fillers = 624
reg_top3 = product (13)

[synthesis]
top_cells_by_area = fa_1 (33%), dfxtp_1 (29%), nand2_1 (11%)
yosys-top-cells-count = nand2_1 (26), fa_1 (15), dfxtp_1 (13)
top_cell = nand2_1
yosysChipArea_um2 = 903
flop_cell = dfxtp_1
synth_warnings = 3
synth-seq-cells = 13
synth-edff-count = 0
synth_cell_types = 10
syn_area_um2 = 903
syn_area_per_cell_um2 = 10.8
yosysSeqAreaShare_pct = 28.8
ys_async_sr_fraction_pct = 0
synth_top_area_share_pct = 33.2
top_area_cell = fa_1
yosys_cells = 84
synth_cells = 84

[clock_network]
clk_pin_slew_ps = 60
cts-buffers-inserted = 3
clockBufferDepth = 2
cts_tree = built
cts_hold_buf = 0
htreeDepth = 1
root_buffer = clkbuf_8
clock_sinks = 13

[status]
status = finished clean

[power]
seqPwrFrac_pct = 39.1
switching_power_uw = 238
p_int_uw = 728
irDropWorstVdd_uv = 289
p_leak_nw = 0.530
combPwrFrac_pct = 33.8
powerDensity_nw_per_um2 = 754
clock_power_share_pct = 27.2
power.share.switching_pct = 24.7

[routing]
drc = 0
ant_nets = 0
diodes = 0
drt_first_iter_violations = 24
first_pass_iters = 4
dr_total_vias = 624
wl_mm = 2.00
wl_per_cell_um = 10.5
vias_per_cell = 3.28

[global_route]
track_usage_pct = 4.42
grt_overflow = 0
grt_pass1_wl_mm = 3.51
grt_antenna_before_repair = 0
grt_max_degree = 10
first_global_vias = 707

[hold_path]
hold_end = product[0]$_DFF_P_
hold_depth = 2
hold_path_class = input port to flip-flop
hold_start = x[0]

[floorplanning]
fp.coreArea_um2 = 5920
chip_area_um2 = 9600
die_h_um = 98
die_w_um = 98
initial_core_util_pct = 15.3
ios = 27
rows = 28

[final_timing]
tightestPinTransition_ps = 368
relSlewSlack_pct = 75.4
fmax_mhz = 575
rsz0062_at_grt = no
finalWorstSetupSlack_ps = 61.1
setup_viol = 0
hold_viol_final = 0
period_minus_slack_ps = 1740
slew_viol_final = 0
finalClockPeriodUsage_pct = 96.6
hold_ws_ps = 523
tns_ps = 0

[job]
warnings = 25
cap_viol_max_count = 0

[placed_design]
dpl_worst_slack_ps = -618
place.gp.congestion = 0.825
postPlaceCellArea_um2 = 1250
portBuffers = 26
dp_hpwl_mm = 1.73
## power groups by stage
| stage | Sequential (mW) | Clock [mW] | Combinational (mW) |
|---|---|---|---|
| final | 0.377 | 0.262 | 0.326 |
| after CTS | 0.379 | 0.276 | 0.340 |
| after global routing | 0.388 | 0.287 | 0.375 |
## stage by stage
stage / instances / total power, mW
floorplan: 84 / 0.518
global placement: 186 / 0.731
detailed placement: 186 / 0.732
CTS: 190 / 0.994
global route: 190 / 1.05
finish: 190 / 0.966
## routing by layer
| layer | up-vias | track usage [%] | share of wire, % |
|---|---|---|---|
| li1 | 309 | - | - |
| met1 | 297 | 5.92 | 48 |
| met2 | 16 | 6.95 | 45 |
| met3 | 2 | 1.42 | 6.2 |
| met4 | 0 | 0.671 | 0.55 |
| met5 | - | 0 | 0 |
## timing repair
action,in CTS,in global routing
pin swaps,0,0
setup buffers,0,0
resized,18,6
endpoints found under the setup margin,11,2
hold endpoints to repair,0,0
## area by class of cell
type / count / area, µm² / share of cell area (%)
tap: 75 / 93.8 / 7.32
inverter: 4 / 15.0 / 1.17
multi-input combinational: 63 / 586 / 45.7
timing repair buffer: 31 / 282 / 22.0
clock buffer: 4 / 45.0 / 3.52
sequential: 13 / 260 / 20.3
## cells by family (layout without fill, tap and decap cells)
| group | Yosys count | in the layout | share of synthesized area, % |
|---|---|---|---|
| xor+xnor | 8 | 8 | 7.76 |
| simple gates | 36 | 36 | 18.0 |
| fa+ha+maj | 19 | 19 | 38.8 |
| flops | 13 | 13 | 28.8 |
| buf+inv | 8 | 39 | 6.65 |
## cells in the final DEF (no fill, tap or decap)
master / instances
buf_2: 2
xor2_1: 7
dlygate4sd2_1: 8
clkbuf_8: 3
and2_1: 9
inv_1: 4
xnor2_1: 1
clkdlybuf4s15_2: 1
dlymetal6s2s_1: 1
clkdlybuf4s50_1: 13
ha_1: 4
clkdlybuf4s15_1: 1
and2_4: 1
fa_2: 1
dfxtp_1: 13
clkbuf_1: 1
buf_4: 5
fa_1: 14
nand2_1: 26
## worst max-delay path by stage
| stage | start | endpoint |
|---|---|---|
| final | x[2] | product[3]$_DFF_P_ |
| after global routing | x[5] | product[6]$_DFF_P_ |
| after CTS | y[3] | product[11]$_DFF_P_ |
Power and IR drop assume default switching activity.
