File: design/flow/config.mk
export PLATFORM = sky130hd
export DESIGN_NAME = division
export DESIGN_NICKNAME = division
export VERILOG_FILES = /design/flow/design.v
export SDC_FILE = /design/flow/constraint.sdc
export NUM_CORES = 4
export LEC_CHECK = 1
export CORE_UTILIZATION = 30
File: design/flow/run.sh
#!/bin/bash
# OpenROAD 26Q1-2900-gdf79404cd8, Yosys 0.63+post, stock flow scripts
make -C /OpenROAD-flow-scripts/flow DESIGN_CONFIG=/design/flow/config.mk WORK_HOME=/design/flow/orfs finish
File: design/flow/constraint.sdc
current_design division

set clk_period 83.5
set clk_io_pct 0.2

create_clock -name clk0 -period $clk_period [get_ports {clk}]

set non_clock_inputs [all_inputs -no_clocks]
set_input_delay [expr $clk_period * $clk_io_pct] -clock clk0 $non_clock_inputs
set_output_delay [expr $clk_period * $clk_io_pct] -clock clk0 [all_outputs]
File: design/flow/design.v
`timescale 1ns / 1ps
module division(
		input [12:0]a, 
		input [12:0]b, 
		input clk, 
		input rst, 
		output reg [12:0]y
		);
    reg [12:0] a1,b1;
    reg [13:0] p1;   
    integer i;
    always@ (posedge clk)
    begin
		  if(rst)
		  begin
				y = 13'd0;
		  end
		  else
		  begin
        a1 = a;
        b1 = b;
        p1 = 0;
        for(i=0;i < 13;i=i+1)    
		  begin  
            p1 = {p1[11:0],a1[12]};
            a1 = a1<<1;
            p1 = p1-b1;
				if(p1[11] == 1)    
				begin
                a1[0] = 0;
                p1 = p1 + b1;   
				end
				else
                a1[0] = 1;
        end
        y = a1; 
			end;
    end 
endmodule
==> flow_summary.yaml <==
# yosys + openroad results
status:
  run_status: "finished clean"
cts:
  ctsResizeCount: 0
  tritoncts.num_buffers: 3
  cts.path.max_buffers: 2
  post-cts-setup-buffers: 0
  clock_tree.root_cell: "clkbuf_16"
  htree_num_levels: 1
  tritoncts: "built"
  cts.sinks: 13
  cts.clk_slew.worst_paths_ps: 60
  post_cts_hold_buffer_count: 0
layout:
  layout_top_cell_excl_fill_tap: "ha_1"
  finalCoreUtilization: 0.3353
  final_layout_top_logic_cells: "249 x ha_1, 187 x a21oi_1, 171 x nor2_1, 150 x inv_1, 143 x xnor2_1"
  largest_register_ff_count: 13
  nFillCells: 4246
  layout-drive-gt1-share: 0.05128
  final_area_um2: 13660
  final_cells: 2287
  areaGrowthSynthToFinish_pct: 10.23
global_route:
  grt_start_max_net_pins: 33
  globalRouteTotalUtil: 0.1577
  antenna_found_initial: 0
  global_route_wire_length_before_repair_um: 53180
  via_count_of_the_first_global_routing_pass: 10750
  globalRouteOverflowTotal: 0
timing:
  report.final.slew_viol_count: 0
  fmaxAchievable_mhz: 17.81
  rsz0062_at_grt: "false"
  worstMarginPinSlew_ps: 923.2
  setup_tns_ps: 0
  period_used_share: 0.6723
  max-slew-margin-rel: 0.3767
  report.final.hold_viol_count: 0
  timing.hold.ws_ps: 17500
  post-route-min-period_ps: 56140
  setup_viol_count_final: 0
  fin_ws_ps: 27360
floorplan:
  floorplanUtilization: 0.3041
  dieArea_um2: 42120
  io_pins: 41
  die.size.x_um: 205.2
  rows: 74
  chipHeight_um: 205.2
  core_area_um2: 40740
logic_synthesis:
  ys_ff: 13
  netlist-cell-type-count: 83
  ys_seq_share: 0.02100
  flop_cell: "dfxtp_1"
  syn_avg_cell_area_um2: 7.259
  yosysWarnings: 1
  synth_stat.cells: 1707
  yosys_area_um2: 12390
  synthesis.area_um2: 12390
  instance_count_of_the_mapped_netlist: 1707
  asyncSetResetFlopFracSynth: 0
  edff_count_synth: 0
worst_setup_path:
  critical_path_arrival_ps: 56240
  most_numerous_cell_on_the_critical_path: "o21ai_0"
  timing.critical_path.to_type: "flip-flop"
  cp.required_ps: 83610
  cp_slowest_cell: "a2111oi_0"
  startpoint_type: "primary input"
  worst_path_largest_cell_delay_ps: 700
  critPathKind: "primary input to flip-flop"
  worst-path-max-fanout: 26
route:
  num_vias: 11660
  vias_per_cell: 5.099
  ant_nets: 0
  route.detailed.drc: 0
  detailedRoute.firstPassIterationCount: 5
  wl_per_cell_um: 14.08
  detail_route.wirelength_um: 32200
  dr.first_iter.drc_count: 582
  antenna_cells: 0
place:
  gpl.final_weighted_congestion: 0.8907
  dpl_worst_slack_ps: 27220
  place_inst: 2283
  postPlaceCellArea_um2: 13580
  hpwlAfterDp_um: 24620
  number_of_input_and_output_port_buffers_inserted: 39
job:
  maxCapViolations: 0
  number_of_openroad_warnings: 48
worst_hold_path:
  hold_wc_path_type: "primary input to flip-flop"
-- routing by layer --
metal  part of all wire  up-vias  GRT usage
met5                  0        -          0
met3              0.036       12    0.01084
met1               0.50     5251     0.2234
li1                   -     6222          -
met4             0.0059        0    0.01085
met2               0.46      176     0.2728
-- cells in the mapped netlist (23+ instances only) --
library cell | instances | share of area
inv_1 | 151 | 0.046
mux2_2 | 23 | 0.021
a21o_1 | 45 | 0.027
nand2_1 | 111 | 0.034
nor3_1 | 41 | 0.017
nor2_1 | 171 | 0.052
fa_1 | 23 | 0.037
a21oi_1 | 187 | 0.076
xor2_1 | 69 | 0.049
ha_1 | 249 | 0.25
xnor2_1 | 144 | 0.10
o21ai_0 | 113 | 0.046
nand3_1 | 28 | 0.011
nor2b_1 | 34 | 0.017
-- critical path, delay by kind of cell --
kind / cells / cell delay (ps)
compound gates: 90 / 18450
xor+xnor: 21 / 5190
fa+ha+maj: 14 / 4270
buf+inv: 11 / 3100
mux: 4 / 1380
simple gates: 46 / 7000
-- final cells by class --
cell class | count | area [um^2] | area share
Clock buffer | 4 | 78.83 | 0.005771
Inverter | 151 | 566.8 | 0.04150
Multi-Input combinational cell | 1515 | 11450 | 0.8382
Sequential cell | 13 | 260.3 | 0.01905
Tap cell | 532 | 665.6 | 0.04874
Timing Repair Buffer | 72 | 638.1 | 0.04672
-- kinds of logic (layout without fill, tap and decap cells) --
kind of cell	Yosys count	count (layout)	share of synthesized area
buffers and inverters	179	227	0.05564
adder cells (fa/ha/maj)	272	272	0.2886
XOR/XNOR	215	215	0.1541
multiplexers	37	37	0.03484
AND-OR/OR-AND	504	504	0.2565
AND/OR/NAND/NOR	487	487	0.1893
flip-flops	13	13	0.02100
-- final timing paths --
path,startpoint,endpoint,cells past startpoint,slack (ps)
max,b[1],y[0],186,27360
min,rst,y[9],2,17500
