==> flow/design.v <==
`timescale 1ns / 1ps
module multiply_by_43(
    input [20:0]x,
    output [29:0]y
    );
	wire [29:0]y_five,y_three,y_one;
	assign y_five = x<<5;
	assign y_three = x<<3;
	assign y_one = x<<1;
	assign y = y_five + y_three + y_one + x;
endmodule
==> flow/run.sh <==
#!/bin/bash
# OpenROAD 26Q1-2900-gdf79404cd8, Yosys 0.63+post, stock flow scripts
make -C /OpenROAD-flow-scripts/flow DESIGN_CONFIG=/design/flow/config.mk WORK_HOME=/design/flow/orfs finish
==> flow/config.mk <==
export PLATFORM = sky130hd
export DESIGN_NAME = multiply_by_43
export DESIGN_NICKNAME = multiply_by_43
export VERILOG_FILES = /design/flow/design.v
export SDC_FILE = /design/flow/constraint.sdc
export NUM_CORES = 4
export LEC_CHECK = 1
export CORE_AREA = 10 10 114 114
export DIE_AREA = 0 0 124 124
==> flow/constraint.sdc <==
current_design multiply_by_43

set clk_period 15.0
set clk_io_pct 0.2

create_clock -name clk0 -period $clk_period

set non_clock_inputs [all_inputs -no_clocks]
set_input_delay [expr $clk_period * $clk_io_pct] -clock clk0 $non_clock_inputs
set_output_delay [expr $clk_period * $clk_io_pct] -clock clk0 [all_outputs]
==> results.json <==
{
  "fp-utilization_pct": 22.1,
  "crit_chain": "clkdlybuf4s50_1, inv_1, fa_1, inv_1, ha_1, ha_1, fa_1, a211oi_2, o21ai_1, nand4_1, nand2_1, a311oi_1, xnor2_1, clkdlybuf4s50_1",
  "power_frac_seq_pct": 0,
  "placed_cell_area_mm2": 0.00291,
  "dieHeight_um": 124,
  "timing.final.crit_share_pct": 65.4,
  "dp.cells": 448,
  "drt-initial-drc-count": 42,
  "drive_gt1_share_pct": 3.85,
  "dr_total_vias": 1937,
  "seq_cells": 0,
  "warnings": 32,
  "final_cells": 448,
  "peakVddDrop_mv": 0.0628,
  "crit_path_start_kind": "input pin",
  "critPathMaxStageDelay_ps": 540,
  "drtAntennaViolNets": 0,
  "p_leak_nw": 1.41,
  "syn_area_per_cell_um2": 8.51,
  "routedWlPerCell_um": 11.3,
  "cp-end-kind": "output port",
  "crit_start": "x[0]",
  "finalPower_mw": 0.334,
  "seqCellArea_um2": 0,
  "powerDensity_mw_per_mm2": 115,
  "path_class": "input pin to output port",
  "io_pins": 51,
  "pwr-share-comb_pct": 100.0,
  "postLayoutCellArea_mm2": 0.00291,
  "crit_cells": 14,
  "die_area_mm2": 0.0154,
  "p_int_mw": 0.185,
  "drv_slew": 0,
  "hpwl_um": 4730,
  "hold_viol": 0,
  "critPathArrivalTime_ps": 6800,
  "slowest_stage": "fa_1",
  "place_ws_ps": 5230,
  "cpLargestDelayFamily": "adder cells",
  "avgViaCountPerCell": 4.32,
  "min_path_type": "input pin to output port",
  "post-route-util_pct": 27.9,
  "yosys_area_mm2": 0.00230,
  "drt_first_pass_iters": 4,
  "lay_top_cells": "inv_1, clkdlybuf4s50_1, fa_1",
  "diodes": 0,
  "ys_seq_share_pct": 0,
  "yosysCellCount": 270,
  "fmax_mhz": 102,
  "gp_congestion": 0.840,
  "min-delay-start": "x[0]",
  "switching_share_pct": 44.7,
  "crit_end": "y[23]",
  "fin_tns_setup_ps": 0,
  "rsz0062_at_grt": "no",
  "status": "completed",
  "grt_pass1_wl_um": 9250,
  "cts_resized": 0,
  "core_mm2": 0.0104,
  "num_rows": 37,
  "die_w_um": 124,
  "postCtsSetupBuffers": 0,
  "crit_fanout": 3,
  "lay_top_count": "inv_1",
  "min_period_ps": 9800,
  "grt-ovfl-total": 0,
  "timing.max_cap.violations": 0,
  "nClkBuffers": 0,
  "grt_pass1_vias": 2101,
  "path_buffers": 4,
  "cts_hold_buf": 0,
  "hold-path-cell-count": 2,
  "wl_um": 5070,
  "power_frac_clock_pct": 0,
  "worstPathRequired_ps": 12000,
  "power.switching_mw": 0.149,
  "syn_to_final_growth_pct": 26.5,
  "synth_area_mm2": 0.00230,
  "track_usage_pct": 7.17,
  "netlist_instances": 270,
  "yosysUniqueCellTypes": 38,
  "yosysWarningCount": 0,
  "antenna_found_initial": 0,
  "whs_ps": 6880,
  "setup_viol": 0,
  "grt_max_degree": 9,
  "portBuffers": 48,
  "final.setup.worst_slack_ps": 5200,
  "drc_errors": 0
}
-- worst min-delay path by stage --
stage / to
finish: y[0]
global route: y[0]
CTS: y[0]
-- layout make-up --
class / instances / area, um2
Fill cell: 1131 / 7510
Inverter: 59 / 221
Multi-Input combinational cell: 205 / 2030
Tap cell: 136 / 170
Timing Repair Buffer: 48 / 480
-- cells in the mapped netlist (2+ instances only) --
master    instances  area, um2
a21o_1           10       75.1
a21boi_0          2       15.0
a211oi_1          2       15.0
nand2_1          17       63.8
a21oi_1          17       85.1
inv_1            59        221
nor2_1            8       30.0
a211oi_2          2       25.0
nand3_1           7       35.0
buf_4             4       30.0
o21a_1            4       30.0
o21ai_1           2       10.0
o21ai_0          11       55.1
buf_2             3       15.0
and3_1            4       25.0
o21bai_1          2       15.0
fa_1             36        721
a31oi_1           3       18.8
ha_1             34        425
a21oi_2           3       26.3
xnor2_1          14        123
nand2b_1          3       18.8
xor2_1            5       43.8
nand4_1           4       25.0
-- routing by layer --
metal	track usage (%)	vias up	wire, um
met2	12.5	60	2330
li1	-	963	-
met3	1.61	0	466
met5	0	-	0
met1	9.49	914	2270
met4	0	0	0
-- power groups by stage --
| stage | sequential, mW | combinational (mW) | clock (mW) |
|---|---|---|---|
| after CTS | 0 | 0.345 | 0 |
| after global routing | 0 | 0.381 | 0 |
| final | 0 | 0.334 | 0 |
-- cells by family (layout without fill, tap and decap cells) --
logic type	after synthesis	in the layout	share of synthesized area [%]
and+or+nand+nor	46	46	9.42
other	1	3	0.163
AOI/OAI and AO/OA	66	66	20.8
xor gates and xnor gates	20	20	7.95
adders and majority gates	70	70	49.9
buffers and inverters	67	107	11.8
Power and IR drop assume default switching activity.
